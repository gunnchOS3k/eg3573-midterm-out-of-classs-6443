<file path="config.mk">
export PLATFORM = sky130hd
export DESIGN_NAME = ones_counter
export DESIGN_NICKNAME = ones_counter
export VERILOG_FILES = /design/flow/design.v
export SDC_FILE = /design/flow/constraint.sdc
export NUM_CORES = 4
export LEC_CHECK = 1
export CORE_AREA = 10 10 70 70
export DIE_AREA = 0 0 80 80
</file>
<file path="constraint.sdc">
current_design ones_counter

set clk_period 3.0
set clk_io_pct 0.2

create_clock -name clk0 -period $clk_period

set non_clock_inputs [all_inputs -no_clocks]
set_input_delay [expr $clk_period * $clk_io_pct] -clock clk0 $non_clock_inputs
set_output_delay [expr $clk_period * $clk_io_pct] -clock clk0 [all_outputs]
</file>
<file path="design.v">
module ones_counter #(
  parameter DATA_WIDTH = 8
) (
  input wire [DATA_WIDTH-1:0] din,
  output reg [$clog2(DATA_WIDTH):0] dout
);
  always @(*) begin
    dout = 0;
    for (int i = 0; i < DATA_WIDTH; i++) begin
      dout = dout + din[i];
    end
  end
endmodule
</file>
<file path="run.sh">
#!/bin/bash
# OpenROAD 26Q1-2900-gdf79404cd8, Yosys 0.63+post, stock flow scripts
make -C /OpenROAD-flow-scripts/flow DESIGN_CONFIG=/design/flow/config.mk WORK_HOME=/design/flow/orfs finish
</file>
==> results.txt <==
1st-pass router iterations: 2
Post-Syn Area: 190 um^2
min cycle time layout: 3.62 ns
Yosys warnings: 1
Initial DRC Count: 4
Worst Hold Slack: 1.92 ns
DR DRC count: 0
layout cell share with drive strength beyond 1: 45.9%
pin count of the biggest net entering global routing: 3
dpl ws: -1.51 ns
die height: 80 um
max-slew violations: 0
WP data required: 2.40 ns
Post-CTS Hold Fix Bufs: 0
Final HPWL DP: 442 um
initial antenna violation count: 0
CP arrival: 3.02 ns
area grow syn2layout: 103%
cells in synth_stat.txt: 24
final instance area: 385 um^2
DP Area: 368 um^2
cell accounting for the most synthesized area: fa_1
outcome: finished with violations
Setup Viol. Count Final: 4
Syn Area/Cell: 7.92 um^2
Tool Warnings: 35
fin worst setup slack: -0.619 ns
failing checks: setup timing
antenna fix cells: 0
Flops: 0
final non-filler cell total: 83
count leader, synth: inv_1
grt total ovfl: 0
Top-area cell share: 42.1%
Filler Cell Count: 395
nature of the critical path endpoint: output pin
Slew HR: 91.2%
gpl congestion: 0.778
MI comb area: 164 um^2
Final Hold Viols: 0
post-DR vias/cell: 1.98
CP startpoint: din[3]
Pwr per Cell Area: 312 nW/um^2
HP Start: din[2]
Crit Path Max Fanout: 2
clk_buf instances: 0
GRT Total Usage: 1.49%
final worst-path cycle share: 121%
Synth cell types: 6
most frequent cells after synthesis: inv_1 (14), fa_1 (4), ha_1 (3)
Vias: 164
Post-Route Utilization: 11.3%
I/O Pins: 12
first-pass GRT wire length: 800 um
core area: 3420 um^2
routed length per instance: 5.98 um
Tot Pwr: 120 uW
Site Rows: 21
top cells by area, synth: fa_1 (42%), inv_1 (28%), ha_1 (20%)
Buffers on Ports: 12
Routed WL: 496 um
cell total after placement: 82
antenna-violating nets left: 0
critical path startpoint category: input pin
VDD IR max: 0.0560 mV
Slew @ Worst Pin: 0.132 ns
Seq share, synth: 0%
f_max: 276 MHz
Max Cap Viol: 0
register area: 0 um^2
YS chip area: 190 um^2
DIE AREA: 6400 um^2
CP Class: input pin to output pin
Hold Path Class: input pin to output pin
total negative slack: -1.70 ns
Mapped Cells: 24
RSZ-0062 raised after global routing: true
vias in the first global route: 177
Lkg Pwr: 0.190 nW
die width: 80 um
FP Util: 5.57%
## worst paths after layout
check | slack (ns) | cells after the start | endpoint
setup / recovery | -0.62 | 11 | dout[1]
hold / removal | 1.92 | 3 | dout[0]
## area by class of cell
type	count	share of cell area, %
repair buffers	13	28.2
well taps	46	14.9
multi-input cells	10	42.5
inverters	14	14.3
## where the power goes
group,internal (mW),switching [mW],total (mW),leakage [nW]
Clock,0,0,0,0
Combinational,0.0729,0.0474,0.120,0.190
Sequential,0,0,0,0
## logic make-up (layout without fill, tap and decap cells)
group	Yosys count	after routing	synth area share (%)
compound gates	1	1	2.63
xor+xnor	1	1	4.61
fa+ha+maj	7	7	61.8
buf+inv	14	27	27.6
simple gates	1	1	3.29
## worst max-delay path, stage by stage
cell   delay [ns]
buf_6        0.07
inv_2        0.03
fa_1         0.55
fa_1         0.43
fa_1         0.45
inv_2        0.08
ha_4         0.15
inv_4        0.03
fa_2         0.50
inv_1        0.03
buf_2        0.10
## what timing repair did
action                                  CTS  global route
gates resized                            33             3
endpoints found under the setup margin    4             4
buffers inserted                          1             0
pin swaps                                 6             5
## per-layer routing
layer | share of wire [%] | up-vias | track usage (%)
met5 | 0 | - | 0
met4 | 0 | 0 | 0
met3 | 14 | 0 | 0.455
met2 | 45 | 7 | 2.49
met1 | 42 | 69 | 1.94
li1 | - | 88 | -
## layout by cell type (no fill, tap or decap), drive strengths merged
cell	n
inv	14
buf	8
clkdlybuf4s50	5
fa	4
ha	3
xnor2	1
a21oi	1
nor2b	1
Power figures rest on the tool's default switching activity, not on a simulated workload.
