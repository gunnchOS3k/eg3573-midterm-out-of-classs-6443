===== flow/design.v =====
module adder_subtractor (
  input wire clk,
  input wire mode,
  input wire [31:0] a,
  input wire [31:0] b,
  output reg [31:0] sum
);
  always @(posedge clk) begin
    if (mode == 1'b0)
      sum <= a + b;
    else
      sum <= a - b;
  end
endmodule

===== flow/run.sh =====
#!/bin/bash
# OpenROAD 26Q1-2900-gdf79404cd8, Yosys 0.63+post, stock flow scripts
make -C /OpenROAD-flow-scripts/flow DESIGN_CONFIG=/design/flow/config.mk WORK_HOME=/design/flow/orfs finish

===== flow/config.mk =====
export PLATFORM = sky130hd
export DESIGN_NAME = adder_subtractor
export DESIGN_NICKNAME = adder_subtractor
export VERILOG_FILES = /design/flow/design.v
export SDC_FILE = /design/flow/constraint.sdc
export NUM_CORES = 4
export LEC_CHECK = 1
export CORE_UTILIZATION = 40

===== flow/constraint.sdc =====
current_design adder_subtractor

set clk_period 17.4
set clk_io_pct 0.2

create_clock -name clk0 -period $clk_period [get_ports {clk}]

set non_clock_inputs [all_inputs -no_clocks]
set_input_delay [expr $clk_period * $clk_io_pct] -clock clk0 $non_clock_inputs
set_output_delay [expr $clk_period * $clk_io_pct] -clock clk0 [all_outputs]

==> summary.txt <==
Synthesis and PnR results.

- The buffers inserted during post-CTS setup optimization is 0.
- The DRC violation count after routing is 0.
- In the hold timing report, the worst path depth is 4.
- The master of the slowest instance on the critical path is sky130_fd_sc_hd__o41ai_1.
- The flow measured a signed area growth from synthesis to layout of 39.3%.
- The TritonCTS clock tree is done.
- The most flop-heavy register reads sum.
- The area of the chip reads 0.00795 mm2.
- The die width reads roughly 89 um.
- The area recorded from the Yosys report for this design is approximately 0.0030 mm2.
- The net switching power in the latest report is roughly 110 uW.
- The type of the setup path with the least slack is in2reg.
- In the routed netlist, the antenna diode instances number 0.
- The internal power component is ~250 uW.
- The flip-flop and latch count after synthesis reads 32.
- The fraction of power spent switching nets reads 0.306.
- Of the total power, the clock network draws 0.225.
- The post-detailed-route wirelength per cell is between 10 and 15 um.
- The library cell used as clock root buffer is sky130_fd_sc_hd__clkbuf_8.
- In this design, the critical path's most frequently occurring cell is sky130_fd_sc_hd__a21o_1.
- The shortest clock period the worst path allows after layout is between 7 and 8 ns.
- The maximum clock insertion buffer count reads 2.
- The power report attributes to the sequential group a share of 0.289.
- The die height is 89.2 um.
- For reference, the final report shows the max-slew violation count at 0.
- The total wire length after detailed routing is about 8600 um.
- The sum of negative setup slack is 0 ns.
- Per the final layout report, the fraction of cells sized above drive strength 1 comes to 0.0372.
- The global-route wire length before repair reads between 10000 and 15000 um.
- The highest net fanout along the worst path is 6.
- STA classifies the critical path startpoint as a primary input.
- The maximum ir drop on the vdd rail reads 45.8 uV.
- The core region is approximately 0.0073 mm2.
- In the routed layout, each cell is associated on average with a via count of around 5.3.
- The total number of yosys warnings is 1.
- Setup repair after global routing left no endpoint under its margin.
- 98 I/O pins were placed.
- The register area share after synthesis is 0.211.
- The flow ran to the end, and the final reports show no timing, DRC or antenna violations.
- For reference, the final report shows the hold violation count at 0.
- The longest individual stage delay on the worst path reads roughly 0.60 ns.
- The relative max-transition margin is 0.575.
- The total of hold buffers inserted after clock tree synthesis reads 0.
- The worst path required time is around 18 ns.
- Together, buffers and inverters on the worst path number 1.
- The HPWL reported at the end of detailed placement is ~7100 um.
- The post-synthesis cell count from yosys is between 300 and 400.
- The fmax reads around 140 MHz.
- The routed layout has between 3000 and 4000 vias.
- The via count of the first global-routing pass came to 2783.
- Looking at the worst setup and hold paths, the clock pins of their registers show a slew of about 0.08 ns.
- The number of core rows is 31.
- The combinational gate area reads ~0.0023 mm2.
- In this run the tools logged warnings totalling 26.
- The total number of cells along the worst setup path is 14.
- The count of max-cap constraint violations reads 0.
- The post-layout total power is around 360 uW.
- The share of the clock period used by the worst path reads 0.417.
- The CTS log lists the clock sinks for this run as 32.
- The global routing report lists combined usage of all routing layers as 0.226.
- The type of the worst min-delay path reads in2reg.
- The starting DRC count in detailed routing reads ~160.
- The total of cells resized after clock tree synthesis reads 0.
- The average cell area after synthesis reads slightly below 8 um2.
- The total setup violations reported at the end of the flow is 0.
- The sequential standard cell area reads 641 um2.
- The leftover overflow at the end of global routing reads 0.
- The most used flip-flop cell is sky130_fd_sc_hd__dfxtp_1.
- The level count of the clock H-tree reads 2.
- The registers reported with the highest flop counts are sum: 32 flops.
- The count of flip-flops with a built-in enable after synthesis is 0.
- The script extracted a total leakage power of ~0.0017 uW.
- The measured slew at the worst slew-check pin reads approximately 0.63 ns.
- The maximum number of pins on one net before global-route repair is 32.
- The proportion of synthesized flip-flops having asynchronous set or reset reads 0.
- The number of instances in the synthesized netlist reads about 390.
- Once detail routing completed, the nets flagged for antenna violations numbered 0.
- The number of buffers inserted by port buffering reads slightly below 100.
- The total power per unit cell area is 84.6 mW/mm2.
- The core utilization at floorplan is 0.417.
- The data arrival time of the critical path is between 7 and 8 ns.
- Before antenna repair, the detailed router went through 4 iterations.
- The dominant delay contributor by cell family on the critical path reads simple AND/OR/NAND/NOR gates.
- The final weighted congestion in routability-driven placement reads 0.912.
- The relative contribution of combinational cells to total power is 0.486.
- The flip-flop count of the largest register after layout is 32.
- The number of fill cells in the layout reads 690.
- The initial antenna violation count is 0.
- The number of unique standard cell types used by synthesis is between 50 and 60.
- The worst setup path is captured at a flip-flop.
- TritonCTS created 5 clock buffers.
- Listed in order, past its start point the critical path passes clkdlybuf4s50_1, or3_1, and4bb_2, nand2_1, nor4_4, nor2_1, xnor2_1, ha_1, a21o_1, a21o_1, a21oi_1, o22ai_1, o41ai_1, o311ai_0.
- Before any placement, the netlist area is recorded as about 0.003 mm2.
[cell families after synthesis]
group | Yosys count | share of synthesized area
fa+ha+maj | 33 | 0.138
simple gates | 120 | 0.208
xor+xnor | 54 | 0.156
mux | 2 | 0.00700
flops | 32 | 0.211
buf+inv | 29 | 0.0362
compound gates | 118 | 0.244
[area by class of cell]
| class | instances | area share |
|---|---|---|
| multi-input combinational | 327 | 0.541 |
| timing repair buffer | 99 | 0.233 |
| sequential | 32 | 0.151 |
| tap | 99 | 0.0293 |
| clock buffer | 7 | 0.0228 |
| inverter | 18 | 0.0160 |
| clock inverter | 1 | 0.00709 |
[worst paths after layout]
| path | slack, ns | to | startpoint |
|---|---|---|---|
| hold / removal | 3.85 | sum[0] | a[0] |
| setup / recovery | 10.15 | sum[30] | b[3] |
[routing by layer]
metal / wire [um] / track usage / up-vias
li1: - / - / 1601
met5: 0 / 0 / -
met2: 3640 / 0.330 / 86
met3: 470 / 0.0234 / 5
met1: 4460 / 0.375 / 1371
met4: 60 / 0.0130 / 0
[power by group through the flow]
stage         logic (uW)  clock network [uW]  registers (uW)
global route         193                86.4             106
finish               174                80.6             104
CTS                  175                83.2             104
[placed cells by master (no fill, tap or decap), types with 4 or more instances in the layout]
| cell | n |
|---|---|
| sky130_fd_sc_hd__clkdlybuf4s50_1 | 97 |
| sky130_fd_sc_hd__a21oi_1 | 49 |
| sky130_fd_sc_hd__xnor2_1 | 42 |
| sky130_fd_sc_hd__nor2_1 | 38 |
| sky130_fd_sc_hd__ha_1 | 32 |
| sky130_fd_sc_hd__dfxtp_1 | 32 |
| sky130_fd_sc_hd__nand2_1 | 19 |
| sky130_fd_sc_hd__inv_1 | 18 |
| sky130_fd_sc_hd__a21o_1 | 14 |
| sky130_fd_sc_hd__o21ai_0 | 14 |
| sky130_fd_sc_hd__nor3_1 | 14 |
| sky130_fd_sc_hd__xor2_1 | 12 |
| sky130_fd_sc_hd__nand4_1 | 7 |
| sky130_fd_sc_hd__and3_1 | 7 |
| sky130_fd_sc_hd__clkbuf_8 | 7 |
| sky130_fd_sc_hd__or3_1 | 6 |
| sky130_fd_sc_hd__o21bai_1 | 6 |
| sky130_fd_sc_hd__a31oi_1 | 5 |
| sky130_fd_sc_hd__nand3_1 | 5 |
| sky130_fd_sc_hd__o21a_1 | 5 |
| sky130_fd_sc_hd__a221oi_1 | 4 |
[per-stage QoR]
step           utilization  instance area [um2]  setup slack, ns  hold slack (ns)  std cells
2_1_floorplan            -                 3040            10.87             3.65        388
3_3_place_gp         0.563                 4110             9.98             4.14        575
3_5_place_dp         0.563                 4110             9.88             4.14        575
4_1_cts              0.580                 4230            10.18             3.84        583
5_1_grt              0.580                 4230             9.86             3.90        583
6_report             0.580                 4230            10.15             3.85        583
[cells in the mapped netlist (6+ instances only)]
cell	n	area, um2
sky130_fd_sc_hd__a21o_1	14	105
sky130_fd_sc_hd__a21oi_1	49	245
sky130_fd_sc_hd__and3_1	7	43.8
sky130_fd_sc_hd__clkbuf_1	10	37.5
sky130_fd_sc_hd__dfxtp_1	32	641
sky130_fd_sc_hd__ha_1	32	400
sky130_fd_sc_hd__inv_1	18	67.6
sky130_fd_sc_hd__nand2_1	19	71.3
sky130_fd_sc_hd__nand4_1	7	43.8
sky130_fd_sc_hd__nor2_1	38	143
sky130_fd_sc_hd__nor3_1	14	70.1
sky130_fd_sc_hd__o21ai_0	14	70.1
sky130_fd_sc_hd__o21bai_1	6	45.0
sky130_fd_sc_hd__or3_1	6	37.5
sky130_fd_sc_hd__xnor2_1	42	368
sky130_fd_sc_hd__xor2_1	12	105
[tightest hold or removal path: stages]
cell	delay [ns]
sky130_fd_sc_hd__clkdlybuf4s50_1	0.39
sky130_fd_sc_hd__inv_1	0.06
sky130_fd_sc_hd__ha_1	0.13
sky130_fd_sc_hd__inv_1	0.03
No activity file was given, so power comes from the tool's default toggle rates.
